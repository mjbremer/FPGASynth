--- run.sh ---
#!/bin/bash
# OpenROAD 26Q1-2900-gdf79404cd8, Yosys 0.63+post, stock flow scripts
make -C /OpenROAD-flow-scripts/flow DESIGN_CONFIG=/design/flow/config.mk WORK_HOME=/design/flow/orfs finish
--- config.mk ---
export PLATFORM = sky130hd
export DESIGN_NAME = filter
export DESIGN_NICKNAME = filter
export VERILOG_FILES = /design/flow/design.v
export SDC_FILE = /design/flow/constraint.sdc
export NUM_CORES = 4
export LEC_CHECK = 1
export CORE_UTILIZATION = 30
--- constraint.sdc ---
current_design filter

set clk_period 25.9
set clk_io_pct 0.2

create_clock -name clk0 -period $clk_period [get_ports {Clk}]

set non_clock_inputs [all_inputs -no_clocks]
set_input_delay [expr $clk_period * $clk_io_pct] -clock clk0 $non_clock_inputs
set_output_delay [expr $clk_period * $clk_io_pct] -clock clk0 [all_outputs]
--- design.v ---
module filter (
					input logic Clk, Reset, Enable,
					input logic signed [15:0] x, a0, a1, a2, b0, b1, b2,
					output logic signed [15:0] y
					);
reg signed [15:0] x1,x2,y2,y1,y0;
logic signed [31:0] b0x0, b1x1, b2x2,a1y1, a2y2, a0y0;
assign b0x0 = b0 * x;
assign b1x1 = b1 * x1;
assign b2x2 = b2 * x2;
assign a0y0 = a0 * y0;
assign a1y1 = a1 * y1;
assign a2y2 = a2 * y2;
always_comb
begin
	if (Enable)
		y = a0y0[31:16];
	else
		y = x;
end
always_ff @(posedge Clk)
begin
	if (Reset || !Enable)
	begin
		y2 <= 16'b0;
		y1 <= 16'b0;
		y0 <= 16'b0;
		x2 <= 16'b0;
		x1 <= 16'b0;
	end
	else
	begin
		y2 <= y1;
		y1 <= y0;
		y0 <= b0x0[31:16] + b1x1[31:16] + b2x2[31:16] + a1y1[31:16] + a2y2[31:16];
		x2 <= x1;
		x1 <= x;
	end
end
endmodule
==> results.txt <==
impl run done, here's what came out: Synth Warn # 1, TritonCTS clock tree built, final-layout setup total negative slack 0 ns, warning total across the stage logs 25, most common cell after layout, fill and taps aside sky130_fd_sc_hd__inv_1, post-cts sizing count 0, CTS clock-pin slew for the worst setup and hold paths 0.06 ns, Worst Tran Pin Value 0.997 ns, number of buffers on the longest clock path 2, IO Port Bufs 130, detailed-route wire length per cell 15.4 um, normalized max-slew margin 33.1%, count of cell types in the netlist 63, area of all placed cells without fillers 0.0645 mm^2, classification of the worst-slack hold path flop to flop, worst-case hold slack 0.695 ns, synthesized netlist cell count 6418, fraction of layout instances using a drive strength above 1 2.08%, required time at the endpoint of the critical path 20.72 ns, synthesis-stage register bit count 80, global placer's final weighted congestion 0.899, maximum number of pins on one net before global-route repair 33, wire length of the first global-routing pass 236000 um, Seq share, synth 2.68%, Max-area cell share 54.0%, fill count 20000, endpoint kind of the worst setup timing path primary output, overall die height 448 um, unrepaired setup endpoints after global routing false, yosys-reported design area after synthesis 0.0597 mm^2, via count of the first global-routing pass 44600, number of hold buffers added after cts 0, highest attainable clock frequency 0.0548 GHz, launching element type of the critical path input port, most used flip-flop cell sky130_fd_sc_hd__dfxtp_1, clock buffer count from CTS 9, post-synth tally of flip-flops with integrated enable 0, area grow syn2layout 8.02%, Final period util 70.4%, maximum net fanout on the critical path 16, kind of critical path input port to primary output, CTS HTree Levels 3, Synth area leaders sky130_fd_sc_hd__fa_1 54%, sky130_fd_sc_hd__inv_1 11%, sky130_fd_sc_hd__ha_1 10%, sky130_fd_sc_hd__and2_1 7.3%, sky130_fd_sc_hd__nand2_1 5.2%, ratio of routed vias to standard cells 4.40, Routed Antenna Nets 0, netlist area before placement 0.0597 mm^2, number of endpoints with negative hold slack in the final report 0, clock tree sinks 80, Worst-Skew Late Latency 0.40 ns, Final Max Tran Viols 0, max cap viols 0, clk root buf sky130_fd_sc_hd__clkbuf_16, total setup violations reported at the end of the flow 0, iteration count of the initial detailed-routing pass 5, Mean Syn Cell Area 9.30 um^2, dominant logic cell types in the final layout 1802 x sky130_fd_sc_hd__inv_1, 1610 x sky130_fd_sc_hd__fa_1, 824 x sky130_fd_sc_hd__nand2_1, minimum clock period 18.24 ns, First DRT Iteration DRCs 1138, final core utilization 32.6%, HPWL Detailed 114000 um, die x size 448 um, floorplan core area 0.197 mm^2, cell total in the yosys stat output 6418, cell type with the largest total area after synthesis sky130_fd_sc_hd__fa_1, number of placed instances with taps included 9061, run status completed, final worst clock skew 0.0109 ns, GRT Util Overall 15.7%, Async SR Flop Fraction 0%, Layout Cells excl Fill 9078, final wirelength 140000 um, total I/O pin count 131, Data arrival, critical path 13.06 ns, initial antenna violation count 9, # Post-CTS Setup Buffers 0, Chip Footprint 0.201 mm^2, DRC viols 0, std cell rows 163, placed cell area 0.0642 mm^2, Starting Density 30.2%, DR vias 39900, global route overflow 0
==> registers in the layout (all words and copies together), names as in the netlist <==
signal	count
x1	16
x2	16
y0	16
y1	16
y2	16
==> path summary, 6_finish.rpt <==
| check | startpoint | end | slack [ns] | cells after the start |
|---|---|---|---|---|
| worst max register to register | x1[6] | y0[15] | 15.12 | 40 |
| worst max-delay path | a0[11] | y[13] | 7.66 | 24 |
| worst min-delay path | x1[12] | x2[12] | 0.70 | 2 |
| worst min register to register | x1[12] | x2[12] | 0.70 | 2 |
==> per-layer routing <==
metal / GRT usage, % / wire length, um / vias up
met3: 6.37 / 13300 / 152
met2: 25.4 / 68100 / 1263
met5: 0.168 / 41 / -
met1: 20.8 / 56300 / 20200
li1: - / - / 18300
met4: 2.19 / 2520 / 8
==> synthesized netlist by cell type (3+ instances only) <==
master / n
sky130_fd_sc_hd__inv_1: 1802
sky130_fd_sc_hd__fa_1: 1610
sky130_fd_sc_hd__nand2_1: 824
sky130_fd_sc_hd__and2_1: 694
sky130_fd_sc_hd__ha_1: 490
sky130_fd_sc_hd__clkbuf_1: 221
sky130_fd_sc_hd__xnor2_1: 107
sky130_fd_sc_hd__nor2_1: 93
sky130_fd_sc_hd__nand2b_1: 82
sky130_fd_sc_hd__dfxtp_1: 80
sky130_fd_sc_hd__a21oi_1: 68
sky130_fd_sc_hd__xor2_1: 46
sky130_fd_sc_hd__o21ai_0: 42
sky130_fd_sc_hd__a21o_1: 28
sky130_fd_sc_hd__nor3_1: 21
sky130_fd_sc_hd__nand3_1: 20
sky130_fd_sc_hd__nor2b_1: 19
sky130_fd_sc_hd__o21a_1: 19
sky130_fd_sc_hd__nand4_1: 17
sky130_fd_sc_hd__o21bai_1: 16
sky130_fd_sc_hd__mux2_2: 12
sky130_fd_sc_hd__a211oi_1: 11
sky130_fd_sc_hd__o211ai_1: 7
sky130_fd_sc_hd__a31oi_1: 6
sky130_fd_sc_hd__and3_1: 6
sky130_fd_sc_hd__or3_1: 6
sky130_fd_sc_hd__a211o_1: 5
sky130_fd_sc_hd__o31ai_1: 5
sky130_fd_sc_hd__a31o_2: 4
sky130_fd_sc_hd__nor4_1: 4
sky130_fd_sc_hd__or2_2: 4
sky130_fd_sc_hd__a41oi_1: 3
sky130_fd_sc_hd__and4_1: 3
sky130_fd_sc_hd__nand3b_1: 3
==> stage by stage <==
step	setup slack (ns)
after floorplan	9.76
after global placement	7.71
after detailed placement	7.73
after CTS	7.68
after global routing	7.25
final	7.66
==> cell families (layout without fill, tap and decap cells) <==
| kind of cell | Yosys count | after routing | share of synthesized area (%) |
|---|---|---|---|
| fa+ha+maj | 2100 | 2100 | 64.3 |
| buf+inv | 2024 | 2043 | 12.7 |
| simple gates | 1802 | 1802 | 15.0 |
| compound gates | 246 | 246 | 2.77 |
| xor+xnor | 154 | 154 | 2.28 |
| flops | 80 | 80 | 2.68 |
| mux | 12 | 12 | 0.226 |
| other cells | 0 | 1 | 0 |
==> critical path, cell delays in order <==
cell and delay, ns:
sky130_fd_sc_hd__clkdlybuf4s50_1 0.92, sky130_fd_sc_hd__nand2_1 0.17, sky130_fd_sc_hd__fa_1 0.53, sky130_fd_sc_hd__inv_1 0.05
sky130_fd_sc_hd__fa_1 0.53, sky130_fd_sc_hd__inv_1 0.05, sky130_fd_sc_hd__fa_1 0.50, sky130_fd_sc_hd__inv_1 0.05
sky130_fd_sc_hd__fa_1 0.54, sky130_fd_sc_hd__inv_1 0.05, sky130_fd_sc_hd__fa_1 0.48, sky130_fd_sc_hd__inv_1 0.05
sky130_fd_sc_hd__fa_1 0.44, sky130_fd_sc_hd__ha_1 0.31, sky130_fd_sc_hd__a21o_1 0.18, sky130_fd_sc_hd__a211o_1 0.28
sky130_fd_sc_hd__a31oi_1 0.17, sky130_fd_sc_hd__o21bai_1 0.27, sky130_fd_sc_hd__a311oi_1 0.93, sky130_fd_sc_hd__o211ai_1 0.28
sky130_fd_sc_hd__a31oi_1 0.33, sky130_fd_sc_hd__xnor2_1 0.15, sky130_fd_sc_hd__mux2_2 0.16, sky130_fd_sc_hd__clkdlybuf4s50_1 0.45
==> layout make-up <==
cell class	instances	area [um^2]	share of cell area, %
Clock inverter	6	67.6	0.105
Multi-Input combinational cell	4314	50500	78.3
Antenna cell	1	2.50	0.00388
Timing Repair Buffer	224	2010	3.11
Tap cell	2640	3300	5.13
Inverter	1803	6770	10.5
Sequential cell	80	1600	2.48
Clock buffer	10	229	0.355
