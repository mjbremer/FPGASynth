### design/flow/config.mk
export PLATFORM = sky130hd
export DESIGN_NAME = Arpeggiator
export DESIGN_NICKNAME = Arpeggiator
export VERILOG_FILES = /design/flow/design.v
export SDC_FILE = /design/flow/constraint.sdc
export NUM_CORES = 4
export LEC_CHECK = 1
export CORE_UTILIZATION = 30
### design/flow/constraint.sdc
current_design Arpeggiator

set clk_period 8.5
set clk_io_pct 0.2

create_clock -name clk0 -period $clk_period [get_ports {CLK}]

set non_clock_inputs [all_inputs -no_clocks]
set_input_delay [expr $clk_period * $clk_io_pct] -clock clk0 $non_clock_inputs
set_output_delay [expr $clk_period * $clk_io_pct] -clock clk0 [all_outputs]
### design/flow/design.v
module Arpeggiator (input logic key0, key1, key2, key3, key4, key5, key6, key7, CLK, RESET, Enable, PingPongEn,
						  input logic [15:0] countermax,  
						  output logic out0, out1, out2, out3, out4, out5, out6, out7
);
logic on0, on1, on2, on3, on4, on5, on6, on7, direction, direction_next;
logic [15:0] counter, counter_next;
assign out0 = on0;
assign out1 = on1;
assign out2 = on2;
assign out3 = on3;
assign out4 = on4;
assign out5 = on5;
assign out6 = on6;
assign out7 = on7;
enum logic [3:0] {ResetState, Bypass, Key0, Key1, Key2, Key3, Key4, Key5, Key6, Key7}   Curr_State, Next_State;    
	always_ff @ (posedge CLK)
	begin
		if (RESET) 
		begin
			Curr_State <= ResetState;
			counter <= 0;
			direction <= 0;
		end
		else if (!Enable)
		begin
			Curr_State <= Bypass;
			counter <= 0;
			direction <= 1'b0;
		end
		else
		begin
		Curr_State <= Next_State;		
		counter <= counter_next;
		direction <= direction_next;
		end
	end
	always_comb
	begin 
		Next_State = Curr_State;
		direction_next = direction;
		counter_next = counter;
		on0 = 1'b0;
		on1 = 1'b0;
		on2 = 1'b0;
		on3 = 1'b0;
		on4 = 1'b0;
		on5 = 1'b0;
		on6 = 1'b0;
		on7 = 1'b0;
		unique case (Curr_State)
			ResetState :
			begin
				if (!RESET)
				begin
					Next_State = Bypass;
					counter_next = 0;
				end
			end
			Bypass :	 
			begin
				on0 = key0;
				on1 = key1;
				on2 = key2;
				on3 = key3;
				on4 = key4;
				on5 = key5;
				on6 = key6;
				on7 = key7;
				if (Enable)
				begin
					Next_State = Key0;
					counter_next = 0;
				end
			end
			Key0 :	 
			begin
				if (!Enable)
					Next_State = Bypass;
				else if ((counter_next > countermax) | !key0)
					begin
						counter_next = 0;
						direction_next = 1'b0;
						Next_State = Key1;
					end
				else
					begin
						counter_next = counter_next + 1'b1;
						on0 = key0;
					end		
			end
			Key1 :	 
			begin
				if (!Enable)
					Next_State = Bypass;
				else if ((counter_next > countermax) | !key1)
					begin
						counter_next = 0;
						if (PingPongEn & (direction == 1'b1))
							begin
								if (key0)
										Next_State = Key0;
								else
									begin
										Next_State = Key2;
										direction_next = 1'b0;
									end
							end
						else if (PingPongEn & (direction == 1'b0))
							begin
								if (key2 | key3 | key4 | key5 | key6 | key7)
									Next_State = Key2;
								else
									begin
										Next_State = Key0;
										direction_next = 1'b1;
									end
							end
						else
							Next_State = Key2;
					end
				else
					begin
						counter_next = counter_next + 1;
						on1 = key1;
					end		
			end
			Key2 :	 
			begin
				if (!Enable)
					Next_State = Bypass;
				else if ((counter_next > countermax) | !key2)
					begin
						counter_next = 0;
						if (PingPongEn & (direction == 1'b1))
							begin
								if (key0 | key1)
									Next_State = Key1;
								else
									begin
										direction_next = 1'b0;
										Next_State = Key3;
									end
							end
						else if (PingPongEn & (direction == 1'b0))
							begin
								if (key3 | key4 | key5 | key6 | key7)
									Next_State = Key3;
								else
									begin
										Next_State = Key1;
										direction_next = 1'b1;
									end
							end
						else
							Next_State = Key3;
					end
				else
					begin
						counter_next = counter_next + 1;
						on2 = key2;
					end		
			end
			Key3 :	 
			begin
				if (!Enable)
					Next_State = Bypass;
				else if ((counter_next > countermax) | !key3)
					begin
						counter_next = 0;
						if (PingPongEn & (direction == 1'b1))
							begin
								if (key0 | key1 | key2)
									Next_State = Key2;
								else
									begin
										direction_next = 1'b0;
										Next_State = Key4;
									end
							end
						else if (PingPongEn & (direction == 1'b0))
							begin
								if (key4 | key5 | key6 | key7)
									Next_State = Key4;
								else
									begin
										Next_State = Key2;
										direction_next = 1'b1;
									end
							end
						else
							Next_State = Key4;
					end
				else
					begin
						counter_next = counter_next + 1;
						on3 = key3;
					end		
			end
		Key4 :	 
			begin
				if (!Enable)
					Next_State = Bypass;
				else if ((counter_next > countermax) | !key4)
					begin
						counter_next = 0;
						if (PingPongEn & (direction == 1'b1))
							begin
								if (key0 | key1 | key2 | key3)
									Next_State = Key3;
								else
									begin
										direction_next = 1'b0;
										Next_State = Key5;
									end
							end
						else if (PingPongEn & (direction == 1'b0))
							begin
								if (key5 | key6 | key7)
									Next_State = Key5;
								else
									begin
										Next_State = Key3;
										direction_next = 1'b1;
									end
							end
						else
							Next_State = Key5;
					end
				else
					begin
						counter_next = counter_next + 1;
						on4 = key4;
					end		
			end
		Key5 :	 
			begin
				if (!Enable)
					Next_State = Bypass;
				else if ((counter_next > countermax) | !key5)
					begin
						counter_next = 0;
						if (PingPongEn & (direction == 1'b1))
							begin
								if (key0 | key1 | key2 | key3 | key4)
									Next_State = Key4;
								else
									begin
										direction_next = 1'b0;
										Next_State = Key6;
									end
							end
						else if (PingPongEn & (direction == 1'b0))
							begin
								if (key6 | key7)
									Next_State = Key6;
								else
									begin
										Next_State = Key4;
										direction_next = 1'b1;
									end
							end
						else
							Next_State = Key6;
					end
				else
					begin
						counter_next = counter_next + 1;
						on5 = key5;
					end		
			end
		Key6 :	 
			begin
				if (!Enable)
					Next_State = Bypass;
				else if ((counter_next > countermax) | !key6)
					begin
						counter_next = 0;
						if (PingPongEn & (direction == 1'b1))
							begin
								if (key0 | key1 | key2 | key3 | key4 | key5)
									Next_State = Key5;
								else
									begin
										direction_next = 1'b0;
										Next_State = Key7;
									end
							end
						else if (PingPongEn & (direction == 1'b0))
							begin
								if (key7)
									Next_State = Key7;
								else
									begin
										Next_State = Key5;
										direction_next = 1'b1;
									end
							end
						else
							Next_State = Key7;
					end
				else
					begin
						counter_next = counter_next + 1;
						on6 = key6;
					end		
			end
		Key7 :	 
			begin
				if (!Enable)
					Next_State = Bypass;
				else if ((counter_next > countermax) | !key7)
					begin
						counter_next = 0;
						if (PingPongEn)
							begin
								Next_State = Key6;
								direction_next = 1'b1;
							end
						else
							Next_State = Key0;
					end
				else
					begin
						counter_next = counter_next + 1'b1;
						on7 = key7;
					end		
			end
			default : ;
		endcase
	end 
endmodule 
### design/flow/run.sh
#!/bin/bash
# OpenROAD 26Q1-2900-gdf79404cd8, Yosys 0.63+post, stock flow scripts
make -C /OpenROAD-flow-scripts/flow DESIGN_CONFIG=/design/flow/config.mk WORK_HOME=/design/flow/orfs finish
==> run notes <==
### Synthesis
- FFs w/ async S/R, synth: 0%
- multiplexer share of the synthesized area: 1.930%
- EDFF count, synth: 0
- aoi/oai-family share of the synthesized area: 30.42%
- dominant register cell in the synthesized netlist: dfxtp_1
- XORs/XNORs by Area: 1.986%
- number of warnings printed during yosys synthesis: 1
- number of register bits inferred by synthesis: 27
- most used standard cell by instance count after synthesis: nand2_1
- sequential element share of the synthesized area: 24.52%
- yosys cell count: 287
- mean instance size in the synthesized netlist: 7.682 um2
- cell accounting for the most synthesized area: dfxtp_1
- Syn Std Cell Area: 2205 um2
- area share of the leading cell type in the synthesized netlist: 24.52%
- ranking of synthesized cells by area: dfxtp_1 25%, ha_1 9.6%, a21oi_1 5.4%
- share of synthesized cell area in and, or, nand and nor gates: 24.29%
- Yosys chip area: 2205 um2
- Synth cell types: 53
- dominant kind of combinational cell: AND-OR/OR-AND gates
- Cells after Synth: 287
- FA/HA/MAJ Cells, Area Fraction: 9.648%
- top cells by instance count after synthesis: 28 x nand2_1, 27 x dfxtp_1, 24 x a21oi_1

### CTS
- Clock transition at path regs: 0.09 ns
- buffer count from post-CTS setup fixing: 0
- number of H-tree branching levels: 1
- # hold bufs at CTS: 0
- clock root buffer master: clkbuf_8
- cell resize tally after clock tree synthesis: 0
- clock latency at the later pin of the worst-skew pair: 0.28 ns
- number of CTS-inserted buffers: 3
- Sinks on Clock Net: 27
- TritonCTS clock tree: done
- buffers from clock root to sink, at most: 2

### Layout
- synth-to-layout area growth: 20.09%
- final non-filler cell area: 2648 um2
- proportion of layout cells with a drive suffix above 1: 5.128%
- Fill cells: 712
- tally of non-filler cells in the final layout: 408

### Floorplan
- Die Ht: 87.73 um
- area of the core: 6944 um2
- top-level I/O count: 36
- horizontal die dimension: 87.73 um
- Initial Utilization: 31.75%
- count of standard-cell rows: 30
- chip footprint: 7696 um2

### STA
- Worst Tran Pin Value: 0.9065 ns
- count of final max-slew check failures: 0
- sum of negative setup slack: 0 ns
- worst clock skew: 0.009428 ns
- final critical-path required period: 6.691 ns
- Final period util: 78.72%
- Hold WS: 0.4488 ns
- worst-case headroom to the max-slew limit: 39.37%
- setup violation total in the final timing report: 0
- Final Hold Viols: 0
- Max Fclk: 0.1494 GHz
- unrepaired setup endpoints after global routing: false

### Worst setup path
- CP Cell Sequence: clkdlybuf4s50_1, inv_1, ha_1, a211oi_2, nor2_1, or4_4, a211o_2, nand2_1, a31oi_1, nor2b_1, clkdlybuf4s50_1
- kind of end point of the critical path: output pin
- CP startpoint kind: input pin
- Critical Path Max Stage Delay: 0.55 ns
- cell with the most instances on the worst path: clkdlybuf4s50_1
- crit-path leading delay family: simple AND/OR/NAND/NOR gates
- slowest stage cell on the critical path: nand2_1
- Worst Path Max Fanout: 23
- buffers and inverters on the worst path: 3
- Worst Path Required: 6.80 ns
- Setup CP Type: in -> out
- worst path arrival time: 4.99 ns

### Route
- drt first-iter violations: 117
- diode count: 0
- count of TritonRoute iterations in the first routing pass: 4
- remaining antenna violation count: 0
- via count normalized by instance count: 5.377
- remaining design rule violation count: 0
- Wirelength per Cell: 13.88 um
- vias after detailed routing: 2194
- Total Routed Length: 5663 um

### Global routing
- total global-route track usage: 15.04%
- aggregate global routing overflow: 0
- wire length of the first global-routing pass: 9149 um
- largest net degree at the start of global routing: 24
- antenna violations before repair: 0
- via count of the first global-routing pass: 1941

### Placement
- half-perimeter wire length after placement: 3974 um
- Port Buf Inserts: 35
- final estimated routing congestion in global placement: 0.9228
- area after detailed placement: 2599 um2
- total instance count after detailed placement: 404

### Status
- result of the run: completed

### Pwr
- power per cell area: 95.15 nW/um2
- worst IR drop on VDD: 0.06840 mV
- leak pwr: 1.021 nW
- Power Total: 0.0002519 W

### Job
- reported max-cap violation count: 0
- number of warnings in the stage logs: 25

### Hold path
- Worst Hold Class: reg -> reg

[kinds of logic after synthesis]
logic type | Yosys count
adder cells (fa/ha/maj) | 17
AND-OR/OR-AND | 97
multiplexers | 4
XOR/XNOR | 5
AND/OR/NAND/NOR | 102
flip-flops | 27
buffers and inverters | 35
[layout make-up]
class / instances / area [um2] / share of cell area (%)
Sequential cell: 27 / 540.5 / 20.42
Clock inverter: 1 / 7.507 / 0.2836
Tap cell: 96 / 120.1 / 4.537
Timing Repair Buffer: 36 / 357.8 / 13.52
Inverter: 20 / 75.07 / 2.836
Clock buffer: 3 / 41.29 / 1.560
Multi-Input combinational cell: 225 / 1505 / 56.85
[cells in the final DEF (no fill, tap or decap), types with 2 or more instances in the layout]
cell,count
clkdlybuf4s50_1,35
nand2_1,28
dfxtp_1,27
a21oi_1,24
inv_1,20
a31oi_1,19
ha_1,17
nor2_1,14
o21ai_0,11
nand3_1,10
nor2b_1,9
a211oi_1,8
nand4_1,6
nor3_1,6
and3_1,6
a22o_1,6
or3_1,5
a22oi_1,5
nand2b_1,4
xnor2_1,4
nor4_1,3
or4_1,3
a311o_1,3
clkbuf_8,3
mux2_2,2
a211o_1,2
a221oi_1,2
a21boi_0,2
mux2i_1,2
and4_1,2
or2b_1,2
[sequential cells by signal, indices dropped and copies added (netlist names)]
signal      cells
Curr_State     10
counter        16
direction       1
[power breakdown]
part	leakage [nW]	switching [W]	internal (W)
clock network	0.0217	0.0000439	0.0000334
logic	0.780	0.0000220	0.0000232
registers	0.218	0.00000180	0.000128
total	1.02	0.0000677	0.000184
[tightest hold or removal path, stage by stage (launching register included)]
cell	delay, ns
dfxtp_1	0.32
inv_1	0.04
a21oi_1	0.05
[worst paths after layout]
check,start,slack (ns),cells past startpoint,endpoint
hold / removal,Curr_State[0],0.45,2,Curr_State[5]
setup reg to reg,counter[13],5.34,8,counter[10]
hold reg to reg,Curr_State[0],0.45,2,Curr_State[5]
setup / recovery,countermax[13],1.81,11,out1
[stage by stage]
step	setup slack [ns]	util [%]
floorplan	3.211	-
global placement	1.847	37.42
detailed placement	1.847	37.42
CTS	1.823	38.13
global route	1.473	38.13
finish	1.809	38.13
[metal layers]
metal | wire (um) | global-route usage [%]
met4 | 44 | 1.341
met5 | 0 | 0
met1 | 2887 | 22.33
met2 | 2495 | 24.59
met3 | 235 | 1.908
Power is estimated from default activity; no workload was simulated.
