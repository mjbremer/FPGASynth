`/design/flow/design.v`:
```
module control_interface (
	input logic CLK,
	input logic RESET,
	output logic [15:0]ATTACK,RLEASE,SUSTAIN,DECAY,
	output logic [1:0] SHAPE1,SHAPE0,
	output logic ARP_EN, GLIDE_EN,
	output logic [15:0] ARP_TIME, PANNING, PAN_DEPTH, REVERB_FEEDBACK,
	output logic [24:0] GLIDE_RATE,
	output logic PINGPONGEN, AUTO_PAN_EN,
	output logic [6:0] FREQ0, FREQ1, FREQ2, FREQ3,
	output logic [15:0] AMP1_0, AMP0_0, AMP1_1, AMP0_1, AMP1_2, AMP0_2, AMP1_3, AMP0_3,
	output logic KEY3, KEY2, KEY1, KEY0,
	output logic [6:0] FREQ4, FREQ5, FREQ6, FREQ7,
	output logic [15:0] AMP1_4, AMP0_4, AMP1_5, AMP0_5, AMP1_6, AMP0_6, AMP1_7, AMP0_7,
	output logic KEY4, KEY5, KEY6, KEY7,
	output logic FILTER_EN,
	output logic [15:0] FILTER_A0, FILTER_A1, FILTER_A2, FILTER_B0, FILTER_B1, FILTER_B2,
	output logic DELAY_EN, REVERB_EN,
	output logic [15:0] DELAY_FEEDBACK,
	output logic [31:0] DELAY_TIME, REVERB_TIME,
	input logic [5:0] AVL_ADDR,
	input logic [3:0] AVL_BYTE_EN,
	input logic AVL_READ, AVL_WRITE, AVL_CS,
	input logic [31:0] AVL_WRITEDATA,
	output logic [31:0] AVL_READDATA
);
   logic [31:0] reg_file [0:63];
	assign SHAPE1 = reg_file[0][1:0];
	assign SHAPE0 = reg_file[1][1:0];
	assign ATTACK = reg_file[2][15:0];
	assign DECAY = reg_file[3][15:0];
	assign SUSTAIN = reg_file[4][15:0];
	assign RLEASE = reg_file[5][15:0];
	assign GLIDE_EN = reg_file[6][0];
	assign GLIDE_RATE = reg_file[7][24:0];
	assign ARP_EN = reg_file[8][0];
	assign ARP_TIME = reg_file[9][15:0];
	assign PINGPONGEN = reg_file[10][0];
	assign PANNING = reg_file[11][15:0];
	assign AUTO_PAN_EN = reg_file[12][0];
	assign FILTER_EN = reg_file[13][0];
	assign FILTER_A0 = reg_file[14][15:0];
	assign FILTER_A1 = reg_file[15][15:0];
	assign FILTER_A2 = reg_file[16][15:0];
	assign FILTER_B0 = reg_file[17][15:0];
	assign FILTER_B1 = reg_file[18][15:0];
	assign FILTER_B2 = reg_file[19][15:0];
	assign DELAY_EN = reg_file[20][0];
	assign DELAY_FEEDBACK = reg_file[21][15:0];
	assign DELAY_TIME = reg_file[22];
	assign REVERB_EN = reg_file[23][0];
	assign REVERB_FEEDBACK = reg_file[24][15:0];
	assign REVERB_TIME = reg_file[25][31:0];
	assign PAN_DEPTH = reg_file[26][15:0];
	assign KEY0 = reg_file[32][0];
	assign KEY1 = reg_file[33][0];
	assign KEY2 = reg_file[34][0];
	assign KEY3 = reg_file[35][0];
	assign KEY4 = reg_file[36][0];
	assign KEY5 = reg_file[37][0];
	assign KEY6 = reg_file[38][0];
	assign KEY7 = reg_file[39][0];
	assign FREQ0 = reg_file[40][6:0];
	assign FREQ1 = reg_file[41][6:0];
	assign FREQ2 = reg_file[42][6:0];
	assign FREQ3 = reg_file[43][6:0];
	assign FREQ4 = reg_file[44][6:0];
	assign FREQ5 = reg_file[45][6:0];
	assign FREQ6 = reg_file[46][6:0];
	assign FREQ7 = reg_file[47][6:0];
	assign AMP1_0 = reg_file[48][15:0];
	assign AMP1_1 = reg_file[49][15:0];
	assign AMP1_2 = reg_file[50][15:0];
	assign AMP1_3 = reg_file[51][15:0];
	assign AMP1_4 = reg_file[52][15:0];
	assign AMP1_5 = reg_file[53][15:0];
	assign AMP1_6 = reg_file[54][15:0];
	assign AMP1_7 = reg_file[55][15:0];
	assign AMP0_0 = reg_file[56][15:0];
	assign AMP0_1 = reg_file[57][15:0];
	assign AMP0_2 = reg_file[58][15:0];
	assign AMP0_3 = reg_file[59][15:0];
	assign AMP0_4 = reg_file[60][15:0];
	assign AMP0_5 = reg_file[61][15:0];
	assign AMP0_6 = reg_file[62][15:0];
	assign AMP0_7 = reg_file[63][15:0];
always_comb
begin
	if (AVL_READ & AVL_CS)
		AVL_READDATA = reg_file[AVL_ADDR];
	else
		AVL_READDATA = 32'dx;
end
	always_ff @ (posedge CLK)
	begin
		if (RESET)
		begin
			for (integer i=0; i<64; i=i+1) begin
				reg_file[i] <= 0;
			end
		end
		else if (AVL_WRITE & AVL_CS)
			begin
				reg_file[AVL_ADDR] = AVL_WRITEDATA;
			end
	end
endmodule
```
`/design/flow/run.sh`:
```
#!/bin/bash
# OpenROAD 26Q1-2900-gdf79404cd8, Yosys 0.63+post, stock flow scripts
make -C /OpenROAD-flow-scripts/flow DESIGN_CONFIG=/design/flow/config.mk WORK_HOME=/design/flow/orfs finish
```
`/design/flow/config.mk`:
```
export PLATFORM = sky130hd
export DESIGN_NAME = control_interface
export DESIGN_NICKNAME = control_interface
export VERILOG_FILES = /design/flow/design.v
export SDC_FILE = /design/flow/constraint.sdc
export NUM_CORES = 4
export LEC_CHECK = 1
export CORE_UTILIZATION = 50
```
`/design/flow/constraint.sdc`:
```
current_design control_interface

set clk_period 40.1
set clk_io_pct 0.2

create_clock -name clk0 -period $clk_period [get_ports {CLK}]

set non_clock_inputs [all_inputs -no_clocks]
set_input_delay [expr $clk_period * $clk_io_pct] -clock clk0 $non_clock_inputs
set_output_delay [expr $clk_period * $clk_io_pct] -clock clk0 [all_outputs]
```
==> results.txt <==
State of the implementation.

- Counting flops with an async set or reset pin after synthesis yields a share of 0.
- The endpoint kind of the worst setup timing path is an output port, for reference.
- TritonCTS created 217 clock buffers.
- Setup slack on the worst path after placement came out at 18950 ps.
- Looking at the clock tree report, the maximum root-to-sink buffer count equals 3.
- The final estimated routing congestion in global placement is 1.01, for reference.
- The cell type with the largest total area after synthesis is edfxtp_1, for reference.
- Max fanout on the critical path was recorded as 70.
- The worst setup path is launched from an input port.
- The count of port buffers added during placement is 733, for reference.
- The first global-routing pass estimated 481000 um of wire.
- The number of design rule violations left after detail routing is 0, for reference.
- According to the Yosys statistics, the synthesized design has a chip area of 0.0999 mm^2.
- Counting the warning lines in the Yosys log gives 1.
- The layout stage reports a final design area of 0.112 mm^2.
- The number of search-and-repair iterations in the first detailed-routing pass is 9, for reference.
- After detailed placement, the total cell area comes to 0.105 mm^2.
- The average cell area after synthesis is 12.8 um^2, for reference.
- The CTS tree is yes, for reference.
- The number of clock sinks seen by CTS is 2048, for reference.
- The area occupied by multi-input gates is 0.0308 mm^2, for reference.
- The slew at the pin with the worst max-slew slack is 1340 ps, for reference.
- The largest registers in the layout are reg_file x2048.
- Entering global routing, the biggest net connects 78 pins.
- Before any placement, the netlist area is recorded as 0.0999 mm^2.
- Per the log, the first TritonRoute iteration ended with a DRC count of 4631.
- The I/O pin total is 739, for reference.
- OpenROAD emitted warnings numbering 31.
- Per the Yosys statistics, synthesis produced 7808 cells.
- The number of setup buffers added after CTS is 0.
- The via count is 62855, for reference.
- The floorplan step defined a core boundary enclosing 0.198 mm^2.
- Setup repair after global routing left no endpoint under its margin.
- The OpenROAD report gives the critical path a data arrival time of 13430 ps.
- The total wirelength of the detailed-routed design is 342000 um, for reference.
- Synthesis produced 7808 cells.
- The clock-pin slew reported for the worst setup and hold paths after clock tree synthesis is 60 ps, for reference.
- Per the finish-stage timing summary, setup violations number 0.
- The filler cell count is 15358, for reference.
- Counting I/O delays and the setup requirement, the final critical path takes 21450 ps.
- The worst voltage drop across the vdd grid is 43.2 uV, for reference.
- The wire length per cell after detailed routing is 32.5 um, for reference.
- Relative to the synthesized area, the layout overhead comes to 12.0%.
- The number of storage elements in the synthesis netlist is 2048, for reference.
- Per the run summary, max-cap violations total 0.
- The number of global-route vias before repair was 63037.
- For reference, the final report shows the max-slew violation count at 0.
- The overall die area is 0.202 mm^2, for reference.
- The number of buffers inserted for hold repair after clock tree synthesis is 0, for reference.
- The power density normalized to cell area is 43.4 mW/mm^2, for reference.
- The type of the most critical hold path is input port to register, for reference.
- The relative slew slack is 0.109, for reference.
- Of the available clock period, the critical path in the final layout requires 0.535.
- The flow ran to the end, and the final reports show no timing, DRC or antenna violations.
- Global routing finished with a remaining overflow of 0.
- Among all flip-flop cells after synthesis, the most frequent one is edfxtp_1.
- At the floorplan stage, the core utilization is reported as 0.505.
- The register with the most flip-flops in the layout has 2048 of them.
- The number of antenna violations at the first check in global routing is 24, for reference.
- The half-perimeter wire length of the detailed placement result is 219000 um, for reference.
- After clock tree synthesis, the repair step resized 0 gates.
- The area fraction of the largest cell type after synthesis is 0.616.
- Summed over all failing endpoints, the final setup total negative slack is 0 ps.
- The final timing report lists a hold violation count of 0.
- The least setup slack across all paths after layout is 18650 ps, for reference.
- The report lists the number of standard-cell rows as 163.
- The register bank with the most flops is reg_file, for reference.
- In the setup report, the worst path falls into the class input port to output port.
- Looking at hold timing, the worst path starts from AVL_WRITEDATA[2].
- The deepest level of the CTS H-tree is 4, for reference.
- Clock tree synthesis selected as its root buffer the cell clkbuf_16.
- The sequential cell area is 0.0615 mm^2, for reference.
- The aggregate global-route resource usage is 0.371, for reference.
- The leakage component of the power was reported as 38.5 nW.
- The final antenna-violating net count is 0, for reference.
- The maximum operating frequency is 46.6 MHz, for reference.
- The ratio of cells with drive above 1 in the final layout is 0.136, for reference.
- In this run, synthesis inferred 2048 flip-flops with an integrated enable.
- Yosys mapped the design onto 67 distinct sky130hd cell types.
- The die is 449 um tall.
- The script logs the ratio of routed vias to standard cells as 5.97.
- The share of the Yosys chip area taken by registers is 0.616.
- The timing startpoint of the critical path is AVL_ADDR[2], for reference.
- In the post-synthesis netlist, the biggest area contributors are edfxtp_1, and2_1, buf_4.
- The floorplan step set the die width to 449 um.
- The data required time reported for the critical path is 32080 ps.
worst paths after layout:
kind,end,depth (start not counted)
worst max-delay path,AVL_READDATA[15],11
worst min-delay path,reg_file[46][2]$_SDFFCE_PN0P_,2
critical path, stage by stage:
cell and delay (ps):
buf_8 480, buf_4 570, buf_4 430, buf_4 600, nor2b_4 330, buf_4 360
a22oi_1 240, o2111ai_1 130, nor4_1 930, nand4_1 570, clkdlybuf4s50_1 560
layer usage:
| layer | track usage | wire length, um | vias to the layer above |
|---|---|---|---|
| li1 | - | - | 27558 |
| met1 | 0.481 | 116000 | 30900 |
| met2 | 0.518 | 153000 | 3627 |
| met3 | 0.201 | 46600 | 744 |
| met4 | 0.209 | 25900 | 26 |
| met5 | 0.0379 | 786 | - |
layout make-up:
type                       instances  share of cell area
clock buffer                     288              0.0515
clock inverter                   117             0.00712
sequential                      2048               0.550
tap                             2640              0.0295
antenna                           16            0.000358
timing repair buffer            1053              0.0861
multi-input combinational       4364               0.275
inverter                           4            0.000224
report_power, final:
group	total (W)	leakage, nW	internal [W]	switching, W
Clock	0.00189	3.18	0.00105	0.000839
Sequential	0.00251	19.4	0.00246	0.0000464
Combinational	0.000454	15.9	0.000166	0.000288
cells by family (layout without fill, tap and decap cells):
family | count (synthesis) | count (layout) | share of synthesized area
buf+inv | 1396 | 1462 | 0.0786
other cells | 0 | 16 | 0
simple gates | 2994 | 2994 | 0.187
mux | 294 | 294 | 0.0402
flops | 2048 | 2048 | 0.616
compound gates | 1076 | 1076 | 0.0787
stage by stage:
stage	total power (W)	instances	hold WS [ps]	utilization
finish	0.00485	10530	7720	0.565
global route	0.00498	10526	7710	0.565
CTS	0.00486	10514	7670	0.565
detailed placement	0.00300	10109	8610	0.532
global placement	0.00299	10109	8610	0.532
floorplan	0.00277	7808	8310	-
synthesized netlist by cell type (43+ instances only):
cell type / number
and2_1: 2052
edfxtp_1: 2048
buf_4: 605
clkbuf_1: 547
a221oi_1: 272
a22oi_1: 263
nand3b_1: 173
mux2_2: 166
buf_2: 144
a21oi_1: 138
nand2_1: 130
o21ai_0: 112
nor2_1: 91
o22ai_1: 90
and3_1: 74
nor3b_1: 71
mux4_2: 69
nand3_1: 66
or2_2: 65
nand2b_1: 61
mux2i_1: 59
or3b_2: 59
buf_1: 53
a31oi_1: 43
layout by cell type (no fill, tap or decap), types with 69 or more instances in the layout:
cell / n
a21oi_1: 138
nand2_1: 130
clkbuf_16: 220
a221oi_1: 272
buf_4: 326
and2_1: 2050
o21ai_0: 112
nand3b_1: 173
and3_1: 74
mux4_2: 69
nor3b_1: 71
clkdlybuf4s50_1: 697
clkinv_1: 76
mux2_2: 166
o22ai_1: 90
a22oi_1: 263
edfxtp_1: 2048
Power figures rest on the tool's default switching activity, not on a simulated workload.
